### ./design.v
module question4d(
    input clk,rst,hz,control,button,
    output reg [3:0] out
);
reg [63:0] debouncer = 64'd0;
reg control2 =0;
reg control0 = 0;
reg [27:0] cnt3 = 0;
reg[27:0] cnt2=0;
reg[27:0] cnt=0;
reg[3:0] reverse=0;
reg stop = 0;
always @(posedge clk) begin
cnt <=cnt+1;
cnt2 <=cnt2+1;
cnt3 <= cnt3+1;
        if(cnt3>=75000)
        begin
           cnt3<=0;
           if (control2 ==1)
               debouncer = 64'hFFFFFFFFFFFFFFFF;
           debouncer[0] = button;
           debouncer = debouncer << 1;
           if(debouncer == 64'd0)
           control2 <=1;
           else
           control2 <=0;
           if (control2==1)
           stop <=~stop;
           else
           stop <= stop;            
         end
    if (!rst)
        out <= 0;
    else
        begin
            if(!hz)
            begin
            if(control ==0)
                begin
                if(cnt>=25000000 && !stop)
                    begin
                    out <= out + 1;
                    cnt <= 0;
                    end
                 end
            if(control==1)
                begin
                if(cnt>=25000000 && !stop)
                    begin
                    out<=out-1;
                    cnt<=0; 
                    end
                end
                end
            if(hz)
            begin
            if(control ==0)
                begin
                if(cnt2>=250000 && !stop)
                    begin
                    out <= out + 1;
                    cnt2 <= 0;
                    end
                 end
            if(control==1)
                begin
                if(cnt2>=250000 && !stop)
                    begin
                    out<=out-1;
                    cnt2<=0; 
                    end
                end
                end
                end
end
endmodule
### ./run.sh
#!/bin/bash
# OpenROAD 26Q1-2900-gdf79404cd8, Yosys 0.63+post, stock flow scripts
make -C /OpenROAD-flow-scripts/flow DESIGN_CONFIG=/design/flow/config.mk WORK_HOME=/design/flow/orfs finish
### ./config.mk
export PLATFORM = sky130hd
export DESIGN_NAME = question4d
export DESIGN_NICKNAME = question4d
export VERILOG_FILES = /design/flow/design.v
export SDC_FILE = /design/flow/constraint.sdc
export NUM_CORES = 4
export LEC_CHECK = 1
export CORE_UTILIZATION = 50
### ./constraint.sdc
current_design question4d

set clk_period 10.6
set clk_io_pct 0.2

create_clock -name clk0 -period $clk_period [get_ports {clk}]

set non_clock_inputs [all_inputs -no_clocks]
set_input_delay [expr $clk_period * $clk_io_pct] -clock clk0 $non_clock_inputs
set_output_delay [expr $clk_period * $clk_io_pct] -clock clk0 [all_outputs]
==> CHANGELOG.md <==
## Implementation

- Yosys chip area: 6390 um^2
- PwrDens: 213 nW/um^2
- Final Wtd Congestion: 0.824
- Worst path required time: 8480 ps
- Final Hold Fails: 0
- Setup_tns: 0 ps
- Number of enable flip-flop cells: 64
- Outcome: complete, no violations
- CTS Hold Buffers Added: 0
- # DRC: 0
- Yosys Instances: 585
- Pin count of the biggest net entering global routing: approximately 64
- Worst VDD drop: 0.000173 V
- Critical Path Source Type: flip-flop
- LEAKAGE: approximately 2.7 nW
- Starting density of the core: 0.522
- CTS tree: yes
- Worst-path maximum fanout: 5
- Slew headroom: 0.479
- Die Wd: 115 um
- Clk buf depth: 2
- Most frequent cells after synthesis: dfxtp_1 (88), nor2_1 (72), edfxtp_1 (64)
- Post-CTS Setup Inserts: 0
- Max stage delay on crit path: 530 ps
- Final Setup Violations: 0
- Clock Skew: approximately 8.4 ps
- Fill count: 983
- CP Buf/Inv Count: 1
- Area delta synth->final: 14.6%
- Yosys cell types: 48
- DR vias: 4020
- Dominant register cell: dfxtp_1
- Core box area: 12300 um^2
- Tightest Pin Transition: 782 ps
- Fin crit period: 3480 ps
- Area leader share: 0.301
- CTS H-tree lvls: 4
- Detailed Routing Iterations Pass 1: 4
- Vias in the first global route: 3785
- Clock transition at path regs: roughly 60 ps
- GRT overflow: 0
- Clk latency late pin: 420 ps
- Final WL: 10200 um
- Layout cells sized above 1: 0.178
- Die extent in y: 115 um
- Crit share post-route: 0.328
- Synth Seq Share: 0.576
- Ys Warns: 1
- Arrival time worst endpoint: roughly 1400 ps
- Placed cell area: 6680 um^2
- Syn avg cell area: 10.9 um^2
- Row count: 40
- Yosys reg bits: 152
- Total GRT Usage: 0.180
- Final number of max-transition violations: 0
- Worst min path class: flip-flop to flip-flop
- Nature of the critical path endpoint: output port
- Post-synthesis cell count: 585
- RSZ-0062 raised after global routing: no
- Crit-path cells: clkdlybuf4s50_1
- Final instance area: 7330 um^2
- Post-DR vias/cell: 5.09
- Top delay family on crit path: buffers and inverters
- Max Cap Violations: 0
- Drt initial violations: around 260
- Top cells, area: edfxtp_1 (30%), dfxtp_1 (28%), or2_2 (6.2%)
- F_max: 287 MHz
- Diodes inserted: 0
- Largest area contributor in the netlist: edfxtp_1
- Tool warnings: 32
- Total CTS buffers: 17
- Post-cts resize count: 0
- DPL Wire Length: 6420 um
- Syn Std Cell Area: 6390 um^2
- WL per Instance: 12.9 um
- Final ANT Viol Nets: 0
- Count leader, synth: dfxtp_1
- Clock root cell: clkbuf_16
- Chip area: 13200 um^2
- TritonCTS Sinks: 152
- First-pass GRT wire length: roughly 18000 um
- CP Class: flip-flop to output port
- Number of port buffers: 8
- Initial antenna violation count: 0
- Ys async rst share: 0
- Io pins: 9
- Crit-path slowest cell: clkdlybuf4s50_1
## area by class of cell
class	count	area, um^2	area share
clock buffers	18	450	0.0615
inverters	15	56.3	0.00768
well taps	168	210	0.0287
clock inverters	14	196	0.0268
multi-input cells	410	2610	0.357
repair buffers	13	118	0.0160
flip-flops and latches	152	3680	0.503
## kinds of logic after synthesis
kind of cell | count (synthesis) | share of synthesized area
XOR/XNOR | 65 | 0.0890
flip-flops | 152 | 0.576
other | 1 | 0.000586
AND-OR/OR-AND | 38 | 0.0450
multiplexers | 5 | 0.00783
AND/OR/NAND/NOR | 283 | 0.244
buffers and inverters | 33 | 0.0223
adder cells (fa/ha/maj) | 8 | 0.0157
## path summary, 6_finish.rpt
check / from / depth (start not counted) / slack (ps) / to
worst min-delay path: out[3]$_SDFF_PN0_ / 2 / 480 / out[3]$_SDFF_PN0_
worst min register to register: out[3]$_SDFF_PN0_ / 2 / 480 / out[3]$_SDFF_PN0_
worst max-delay path: out[1]$_SDFF_PN0_ / 1 / 7120 / out[1]
worst max register to register: cnt3[27]$_SDFF_PN0_ / 6 / 7900 / debouncer[32]$_DFFE_PN_
## sequential cells by signal, summed over array words and instances (netlist names)
| signal | cells |
|---|---|
| debouncer | 62 |
| cnt2 | 28 |
| cnt3 | 28 |
| cnt | 28 |
| out | 4 |
| control2 | 1 |
| stop | 1 |
## per-stage QoR
stage | setup slack [ps] | total power [mW] | hold WS [ps] | util | cells
finish | 7120 | 1.56 | 477 | 0.598 | 790
global route | 7040 | 1.64 | 510 | 0.598 | 790
CTS | 7100 | 1.57 | 479 | 0.598 | 790
detailed placement | 6850 | 0.923 | 466 | 0.545 | 758
global placement | 6870 | 0.917 | 457 | 0.545 | 758
floorplan | 6500 | 0.876 | 438 | - | 595
## cell usage in the layout, fill, tap and decap left out, types with 2 or more instances in the layout
| cell | instances |
|---|---|
| a2111oi_0 | 2 |
| a211o_1 | 2 |
| a211oi_1 | 18 |
| a21oi_1 | 3 |
| and3_1 | 8 |
| and4_1 | 7 |
| buf_4 | 5 |
| bufinv_16 | 4 |
| clkbuf_16 | 18 |
| clkdlybuf4s50_1 | 8 |
| clkinv_2 | 2 |
| clkinv_4 | 4 |
| clkinvlp_4 | 3 |
| conb_1 | 11 |
| dfxtp_1 | 88 |
| edfxtp_1 | 64 |
| ha_1 | 8 |
| inv_1 | 15 |
| mux2i_1 | 5 |
| nand2_1 | 33 |
| nand2b_1 | 2 |
| nand3_1 | 31 |
| nand4_1 | 19 |
| nand4b_1 | 2 |
| nor2_1 | 71 |
| nor2b_1 | 2 |
| nor3_1 | 7 |
| nor4_1 | 23 |
| nor4b_2 | 2 |
| o21ai_0 | 3 |
| o31ai_1 | 3 |
| or2_2 | 63 |
| or3_1 | 2 |
| or4_1 | 2 |
| xnor2_1 | 26 |
| xor2_1 | 39 |
## layer usage
metal  vias up  GRT usage  share of wire
li1       2108          -              -
met1      1862      0.318           0.53
met2        43      0.240           0.41
met3         7     0.0520          0.048
met4         0     0.0277          0.011
met5         -          0              0
## power breakdown
part | internal (mW) | switching (mW)
registers | 0.680 | 0.0724
logic | 0.0827 | 0.0765
clock network | 0.409 | 0.237
Power and IR drop assume default switching activity.
