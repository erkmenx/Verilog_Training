### flow/run.sh
#!/bin/bash
# OpenROAD 26Q1-2900-gdf79404cd8, Yosys 0.63+post, stock flow scripts
make -C /OpenROAD-flow-scripts/flow DESIGN_CONFIG=/design/flow/config.mk WORK_HOME=/design/flow/orfs finish
### flow/config.mk
export PLATFORM = sky130hd
export DESIGN_NAME = decryption
export DESIGN_NICKNAME = decryption
export VERILOG_FILES = /design/flow/design.v
export SDC_FILE = /design/flow/constraint.sdc
export NUM_CORES = 4
export LEC_CHECK = 1
export CORE_UTILIZATION = 30
### flow/constraint.sdc
current_design decryption

set clk_period 24.5
set clk_io_pct 0.2

create_clock -name clk0 -period $clk_period [get_ports {clk}]

set non_clock_inputs [all_inputs -no_clocks]
set_input_delay [expr $clk_period * $clk_io_pct] -clock clk0 $non_clock_inputs
set_output_delay [expr $clk_period * $clk_io_pct] -clock clk0 [all_outputs]
### flow/design.v
module decryption(input clk,
                  input start,
                  input[63:0] ciphertext,
                  input [79:0] key_in,
                  output reg done,
                  output reg [63:0] message);
reg startdecryption;
reg [4:0] rcounter; 
reg [63:0] ciphertext_new;
reg [63:0] ciphertext_1st;
wire [63:0] plain_text;
wire [79:0] key;
wire [79:0] new_key;
reg [79:0] neededkey;
reg [79:0] schedulekey;
round o7 (.ciphertext(ciphertext_new),.key_in(neededkey),.out(plain_text));
KEY_SCHEDULE p7 (.key(schedulekey),.rcounter(rcounter),.key_out(new_key));
KEY_FINDER l7 (.key(neededkey),.rcounter(rcounter),.key_output(key));
always @(posedge clk) begin
if(!start)
    begin
        done <= 0;
        schedulekey <= key_in;
        ciphertext_new <= ciphertext;
        startdecryption <= 0;
        rcounter <=0;
    end
else
    begin
        if(!done)
            begin
                if(0<=rcounter<=24 && !startdecryption)
                    begin
                    schedulekey <= new_key;
                    rcounter <= rcounter+1;
                          if(rcounter == 24)
                            begin
                                neededkey <= new_key;
                                startdecryption<=1;
                                rcounter<=5'd24;
                            end
                    end 
                    if(0<=rcounter<=24 && startdecryption || rcounter==31)
                        begin
                            neededkey<=key;
                        if(rcounter == 24)
                                    begin
                                        ciphertext_new <= neededkey ^ ciphertext;            
                                    end
                         else
                         ciphertext_new <=plain_text;
                          if(rcounter==31)
                        begin
                        message<=plain_text;
                        done <=1;
                        end
                         rcounter<=rcounter-1;
                        end
            end
    end
end
endmodule
module round(input[63:0] ciphertext,
             input[63:0] key_in,
             output [63:0] out);
wire [3:0] Block1_1,Block1_2,Block1_3,Block1_4;
wire [3:0] Block2_1,Block2_2,Block2_3,Block2_4;
wire [3:0] Block3_1,Block3_2,Block3_3,Block3_4;
wire [3:0] Block4_1,Block4_2,Block4_3,Block4_4;            
wire [15:0] BLOCK1_OUT,BLOCK1_OKAY;
wire [15:0] BLOCK2_OUT,BLOCK2_OKAY;
wire [15:0] BLOCK3_OUT,BLOCK3_OKAY;
wire [15:0] BLOCK4_OUT,BLOCK4_OKAY;
wire [3:0] S1,S2,S3,S4,S5,S6,S7,S8,S9,S10,S11,S12,S13,S14,S15,S16;
wire [63:0] step1;
NOT_XOR_LAYER s1(.in(ciphertext),.out1(BLOCK1_OUT),.out2(BLOCK2_OUT),.out3(BLOCK3_OUT),.out4(BLOCK4_OUT));
ROUND_Permutation9 s2_4(.in(BLOCK4_OUT),.out(BLOCK4_OKAY));
ROUND_Permutation7 s2_3(.in(BLOCK3_OUT),.out(BLOCK3_OKAY));
ROUND_Permutation4 s2_2(.in(BLOCK2_OUT),.out(BLOCK2_OKAY));
ROUND_Permutation1 s2_1(.in(BLOCK1_OUT),.out(BLOCK1_OKAY));
BLOCK_SHUFFLE s3_4(.in(BLOCK4_OKAY),.out0(Block4_1),.out1(Block4_2),.out2(Block4_3),.out3(Block4_4));
BLOCK_SHUFFLE s3_3(.in(BLOCK3_OKAY),.out0(Block3_1),.out1(Block3_2),.out2(Block3_3),.out3(Block3_4));
BLOCK_SHUFFLE s3_2(.in(BLOCK2_OKAY),.out0(Block2_1),.out1(Block2_2),.out2(Block2_3),.out3(Block2_4));
BLOCK_SHUFFLE s3_1(.in(BLOCK1_OKAY),.out0(Block1_1),.out1(Block1_2),.out2(Block1_3),.out3(Block1_4));
SBOX_LAYER SBOX1_1(.in(Block1_1),.out(S1));
SBOX_LAYER SBOX1_2(.in(Block1_2),.out(S2));
SBOX_LAYER SBOX1_3(.in(Block1_3),.out(S3));
SBOX_LAYER SBOX1_4(.in(Block1_4),.out(S4));
SBOX_LAYER SBOX2_1(.in(Block2_1),.out(S5));
SBOX_LAYER SBOX2_2(.in(Block2_2),.out(S6));
SBOX_LAYER SBOX2_3(.in(Block2_3),.out(S7));
SBOX_LAYER SBOX2_4(.in(Block2_4),.out(S8));
SBOX_LAYER SBOX3_1(.in(Block3_1),.out(S9));
SBOX_LAYER SBOX3_2(.in(Block3_2),.out(S10));
SBOX_LAYER SBOX3_3(.in(Block3_3),.out(S11));
SBOX_LAYER SBOX3_4(.in(Block3_4),.out(S12));
SBOX_LAYER SBOX4_1(.in(Block4_1),.out(S13));
SBOX_LAYER SBOX4_2(.in(Block4_2),.out(S14));
SBOX_LAYER SBOX4_3(.in(Block4_3),.out(S15));
SBOX_LAYER SBOX4_4(.in(Block4_4),.out(S16));
SBOX_Layer_4to64 s5(.S1(S1),.S2(S2),.S3(S3),.S4(S4),.S5(S5),.S6(S6),.S7(S7),.S8(S8),.S9(S9),.S10(S10),.S11(S11),.S12(S12),.S13(S13),.S14(S14),.S15(S15),.S16(S16),.out(step1));
ADD_ROUND_KEY s6(.in(step1),.key(key_in),.out(out));
endmodule
module NOT_XOR_LAYER(output [15:0] out1,out2,out3,out4,
                 input [63:0] in);
assign out1 = in[31:16]^in[15:0];
assign out2 = in[63:48]^in[47:32]^in[31:16];
assign out3 = in[47:32]^in[31:16]^in[15:0];
assign out4 = in[47:32]^in[63:48];
endmodule                 
module SBOX_LAYER(input [3:0] in,
            output [3:0] out);
wire A,B,C,D;
assign A=in[3];
assign B=in[2];
assign C=in[1];
assign D=in[0];
assign out[0] = (!B&!C&D) | (!A&C&!D)|(!B&C&!D) | (!A&B&!C) | (A&B&C&D);
assign out[1] = (!A&!B&!C) | (!A&!B&D) |(A&!B&C) |(A&C&D) | (!A&B&C&!D) | (A&B&!C&!D);
assign out[2] = (!A&C&D) | (!A&B&D) |(!A&B&C)|(A&!B&!C) | (A&!B&!D) | (A&!C&!D);
assign out[3] = (!B&!C&!D) | (!A&!B&C) |(!A&C&!D) | (B&!C&D) | (A&B&D);
endmodule                 
module SBOX_Layer_4to64(output [63:0] out,
                        input [3:0] S1,S2,S3,S4,S5,S6,S7,S8,S9,S10,S11,S12,S13,S14,S15,S16);             
assign out[3:0]=S1;
assign out[7:4]=S2;
assign out[11:8]=S3;
assign out[15:12]=S4;
assign out[19:16]=S5;
assign out[23:20]=S6;
assign out[27:24]=S7;
assign out[31:28]=S8;
assign out[35:32]=S9;
assign out[39:36]=S10;
assign out[43:40]=S11;
assign out[47:44]=S12;
assign out[51:48]=S13;
assign out[55:52]=S14;
assign out[59:56]=S15;
assign out[63:60]=S16;
endmodule
module ROUND_Permutation1(input [15:0] in,
                         output [15:0] out);
                         wire [15:0] Block1;
                                    assign Block1 = in[15:0];
                                    assign out[15] = Block1[0];
                                    assign out[14:0] = Block1[15:1];
endmodule
module ROUND_Permutation4(input [15:0] in,
                         output [15:0] out);
wire [15:0] Block2;
assign Block2 = in[15:0];
assign out[15:12] = Block2[3:0];
assign out[11:0] = Block2[15:4];
endmodule
module ROUND_Permutation7(input [15:0] in,
                         output [15:0] out);
wire [15:0] Block3;
assign Block3 = in[15:0];
assign out[15:9] = Block3[6:0];
assign out[8:0] = Block3[15:7];
endmodule
module ROUND_Permutation9(input [15:0] in,
                         output [15:0] out);
wire [15:0] Block4;
assign Block4 = in[15:0];
assign out[15:7] = Block4[8:0];
assign out[6:0] = Block4[15:9];
endmodule
module BLOCK_SHUFFLE(
input [15:0] in,
output [3:0] out0,out1,out2,out3);
assign out2 = in[3:0];
assign out3 = in[7:4];
assign out0 = in[11:8];
assign out1 = in[15:12];
endmodule
module ADD_ROUND_KEY(input [63:0] in,
                     input [79:0] key,
                     output [63:0] out);
assign out = key[63:0]^in;
endmodule
module KEY_SCHEDULE (input[79:0] key,
                    input [4:0] rcounter,
                    output [79:0] key_out);
wire[79:0] key_memory;
assign key_memory[12:0] = key[79:67];
assign key_memory[79:13] = key[66:0];
assign key_out[0] = (!key_memory[3]&!key_memory[2]&key_memory[1]) || (!key_memory[2]&key_memory[1]&key_memory[0]) | (!key_memory[3]&key_memory[2]&!key_memory[1]) | (key_memory[2]&!key_memory[1]&key_memory[0]) | (key_memory[3]&!key_memory[2]&!key_memory[1]&!key_memory[0]) | (key_memory[3]&key_memory[2]&key_memory[1]&!key_memory[0]);
assign key_out[1] = (!key_memory[3]&!key_memory[2]&!key_memory[0]) | (!key_memory[3]&!key_memory[1]&!key_memory[0]) | (key_memory[2]&key_memory[1]&key_memory[0])| (key_memory[3]&!key_memory[2]&key_memory[0]) | (key_memory[3]&key_memory[2]&key_memory[1]);
assign key_out[2] =(!key_memory[3]&!key_memory[2]&!key_memory[1]) | (!key_memory[2]&!key_memory[1]&!key_memory[0]) | (!key_memory[3]&key_memory[2]&!key_memory[0]) | (key_memory[3]&key_memory[1]&key_memory[0]) | (key_memory[3]&key_memory[2]&key_memory[0]);
assign key_out[3] =(!key_memory[3]&!key_memory[2]&!key_memory[0]) | (!key_memory[3]&key_memory[1]&!key_memory[0]) | (!key_memory[3]&key_memory[2]&key_memory[0]) | (key_memory[3]&!key_memory[1]&!key_memory[0]) | (key_memory[3]&!key_memory[2]&key_memory[1]&key_memory[0]);
assign key_out[63:59] = key_memory[63:59]^rcounter;
assign key_out[79:64] = key_memory[79:64];
assign key_out[58:4] = key_memory[58:4];
endmodule
module KEY_FINDER (input[79:0] key,
                    input [4:0] rcounter,
                    output [79:0] key_output);
wire[79:0] key_memory;
wire A,B,C,D;
assign A = key[3];
assign B = key[2];
assign C = key[1];
assign D = key[0];
assign key_memory[63:59] = key[63:59]^rcounter;
assign key_memory[0] =(!B&!C&D) | (!A&C&!D)|(!B&C&!D) | (!A&B&!C) | (A&B&C&D);  
assign key_memory[1] = (!A&!B&!C) | (!A&!B&D) |(A&!B&C) |(A&C&D) | (!A&B&C&!D) | (A&B&!C&!D);
assign key_memory[2] = (!A&C&D) | (!A&B&D) |(!A&B&C)|(A&!B&!C) | (A&!B&!D) | (A&!C&!D);
assign key_memory[3] = (!B&!C&!D) | (!A&!B&C) |(!A&C&!D) | (B&!C&D) | (A&B&D);
assign key_memory[58:4] = key[58:4];
assign key_memory[79:64] = key[79:64];
assign key_output[79:67] = key_memory[12:0];
assign key_output[66:0] = key_memory[79:13];
endmodule
==> results_slide.txt <==
Implementation Results

Pwr
  • Power Density: ~150 mW/mm^2
  • Int Pwr: approximately 1.9 mW
  • Worst vdd ir: around 0.00008 V
  • Net Sw Power: about 1.3 mW
  • Seq pwr share: a little over a quarter
  • Clk pwr share: 16.9%
  • Leakage power: 7.52 nW
  • Combinational power share: between 50 and 60%
  • Sw frac: ~41%

CTS
  • Root buf cell: clkbuf_16
  • Post_cts resized: 0
  • Post-CTS Setup Repair Bufs: 0
  • Clock buffer count from CTS: 37
  • Cts hold-fix bufs: 0
  • CTS sink count: a little under 300
  • Clock-pin slew on the worst setup and hold paths: about 0.050 ns
  • CTS tree: yes
  • Worst-Skew Late Latency: about 0.55 ns
  • H-tree levels: 2
  • Clock tree buffer depth: 3

Routing
  • Drt wl/cell: ~21 um
  • Via-to-Cell Ratio: between 4 and 5
  • First-pass DRT Iterations: 7
  • Number of DRC markers in iteration 0: 1052
  • Antenna Nets Post-Route: 0
  • Ant. Diodes: 0
  • DR DRC count: 0
  • Via Count: around 13k
  • Routed wire length: about 52 mm

Floorplan
  • Die Ht: about 240 um
  • Die width: roughly 240 um
  • Fp util: approximately 30%
  • I/O pin cnt: about 210
  • Core Region: between 0.05 and 0.06 sq mm
  • # rows: ~87
  • Die area: around 0.058 sq mm

Worst setup path
  • Slowest stage delay, CP: 0.71 ns
  • Cell mode on critical path: buf_4
  • Crit path DRT: approximately 25 ns
  • CP startpoint kind: input port
  • CP arrival: ~7.4 ns
  • Worst reg2reg setup slack: 21.23 ns
  • Crit Path Class: input port to register
  • Crit path cell chain: buf_6, inv_2, buf_4, nor2_1, buf_4, a221o_1
  • Crit. End Element: register
  • Critical path peak fanout: 71
  • Critical-path top delay cell: nor2_1

Final timing
  • Worst-margin pin slew: around 0.8 ns
  • RSZ-0062 raised after global routing: no
  • Tcrit/Tclk final: approximately 29%
  • Final hold viol count: 0
  • Setup TNS: 0 ns
  • Max-slew violation count: 0
  • Hold WS: about 0.51 ns
  • Fin Clk Skew: ~0.014 ns
  • Fmax: about 140 MHz
  • Final setup violation count: 0
  • Post-layout min period: 7.02 ns
  • Slew headroom: a little under half

Cells and area
  • Layout cells sized above 1: 10.5%
  • Area grow syn2layout: 24.0%
  • Design Area, Final: around 0.021 sq mm
  • Post-Layout Cell Count: between 2k and 3k
  • Finished Core Util: a little under two fifths

Place
  • Post-detail-place hpwl: just under 40 mm
  • Port bufs: between 200 and 250
  • Placed cell count: ~2.5k
  • Post-placement cell area: ~0.020 sq mm
  • Placer Congestion: between 0.9 and 1

Global route
  • Total track usage: between 10% and 20%
  • Gr ovfl total: 0
  • Largest net degree at the start of global routing: slightly above 80
  • Vias in the first global route: 12.0k
  • First-pass GRT wire length: between 70 and 80 mm
  • Initial antenna violation count: 1

Synthesis
  • Seq/Total Area, Yosys: a little over 50%
  • Yosys chip area: approximately 0.017 sq mm
  • Unique cell types: between 70 and 80
  • Synth Area per Inst: about 11 sq um
  • Number of synthesized register bits: ~300
  • Mapped Area: 0.0171 sq mm
  • Mapped Cells: 1562
  • Post-synth EDFFs: between 200 and 300
  • Dominant flop cell: edfxtp_1
  • FFs w/ async S/R, synth: 0%
  • Ys Warns: 3
  • Number of cells in Yosys stat: between 1.5k and 2k

Flow run
  • Tool warnings: 26
  • Max-cap violations: 0

Hold path
  • Min-delay worst type: register to register

Status
  • Status: finished clean
==> per-layer routing <==
| layer | routed length, um | part of all wire [%] | track usage (%) |
|---|---|---|---|
| met3 | 6640 | 13 | 8.99 |
| met5 | 16 | 0.031 | 0 |
| met1 | 21600 | 42 | 26.8 |
| met2 | 22400 | 43 | 26.7 |
| met4 | 1200 | 2.3 | 3.67 |
==> sequential cells by signal, summed over array words and instances, names as in the netlist <==
signal / cells
done: 1
schedulekey: 80
neededkey: 80
startdecryption: 1
ciphertext_new: 64
message: 64
rcounter: 5
==> cells by family (layout without fill, tap and decap cells) <==
logic type	count (synthesis)	count (layout)	synth area share, %
adder cells (fa/ha/maj)	7	7	0.454
XOR/XNOR	226	226	14.8
multiplexers	81	81	5.27
buffers and inverters	109	314	2.59
flip-flops	295	295	51.5
AND-OR/OR-AND	313	313	11.9
AND/OR/NAND/NOR	531	531	13.5
==> per-stage QoR <==
stage	power (mW)	setup WS, ns
floorplan	2.25	12.16
detailed placement	2.69	16.99
global route	3.47	17.37
CTS	3.26	17.55
finish	3.25	17.48
global placement	2.66	17.00
==> area by class of cell <==
| cell class | count | area [sq um] |
|---|---|---|
| Clock inverter | 20 | 234 |
| Sequential cell | 295 | 8790 |
| Tap cell | 756 | 946 |
| Timing Repair Buffer | 229 | 2250 |
| Clock buffer | 48 | 988 |
| Fill cell | 5372 | 35100 |
| Inverter | 17 | 63.8 |
| Multi-Input combinational cell | 1158 | 7910 |
==> path summary, 6_finish.rpt <==
path	start	to	cells past startpoint
worst max-delay path	start	ciphertext_new[34]$_DFFE_PP_	6
worst min-delay path	neededkey[66]$_DFFE_PP_	neededkey[53]$_DFFE_PP_	2
worst max register to register	rcounter[0]$_SDFFE_PN0P_	neededkey[79]$_DFFE_PP_	7
worst min register to register	neededkey[66]$_DFFE_PP_	neededkey[53]$_DFFE_PP_	2
==> synth_stat cells (4+ instances only) <==
library cell  number  area [sq um]
nor2b_1            9          56.3
mux2_2            71           800
a21oi_1           74           370
a31oi_1            6          37.5
o21ai_0          110           551
xnor3_1           17           383
o221a_1            5          56.3
buf_2             17          85.1
a211oi_1          38           285
o22ai_1            5          31.3
nor2_1           150           563
xor3_1            15           357
nand3_1           51           255
maj3_1             4          40.0
or2_2              4          25.0
dfxtp_1            7           140
mux2i_1           10           100
nand4_1            6          37.5
xnor2_1          129          1130
o211ai_1           9          67.6
nand2b_1          24           150
o221a_2           12           135
edfxtp_1         288          8650
inv_1             16          60.1
nor4_1            14          87.6
xor2_1            57           499
nand2_1          222           833
nor3_1            31           155
clkbuf_1          62           233
a221o_1           16           160
buf_1             10          37.5
==> power groups by stage <==
stage	Combinational, mW	Clock, mW	Sequential [mW]
final	1.82	0.550	0.874
after CTS	1.82	0.563	0.876
after global routing	2.00	0.581	0.884
==> cells in the final DEF, fill, tap and decap left out, types with 5 or more instances in the layout <==
master             n
nand2b_1          24
mux2_2            71
mux2i_1           10
nor2b_1            9
nor2_1           148
a31oi_1            6
xnor2_1          129
edfxtp_1         288
nand3_1           51
a21oi_1           74
o221a_1            5
xnor3_1           17
a211oi_1          37
buf_4             19
clkdlybuf4s50_1  209
o21ai_0          108
clkbuf_1          10
nor3_1            31
nor4_1            14
o221a_2           12
dfxtp_1            7
o211ai_1           9
a221o_1           16
clkbuf_16         38
nand2_1          222
o22ai_1            5
xor3_1            15
nand4_1            6
xor2_1            57
inv_1             16
clkinv_2           6
==> worst max-delay path: cells and delay by family <==
kind,cells,cell delay (ns)
buffers and inverters,4,1.51
and+or+nand+nor,1,0.71
AOI/OAI and AO/OA,1,0.16
No activity file was given, so power comes from the tool's default toggle rates.
